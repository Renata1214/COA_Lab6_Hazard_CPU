## ./config.mk

```make
export PLATFORM = sky130hd
export DESIGN_NAME = mux3
export DESIGN_NICKNAME = mux3
export VERILOG_FILES = /design/flow/design.v
export SDC_FILE = /design/flow/constraint.sdc
export NUM_CORES = 4
export LEC_CHECK = 1
export CORE_AREA = 10 10 71 71
export DIE_AREA = 0 0 81 81
```

## ./constraint.sdc

```tcl
current_design mux3

set clk_period 2.7
set clk_io_pct 0.2

create_clock -name clk0 -period $clk_period

set non_clock_inputs [all_inputs -no_clocks]
set_input_delay [expr $clk_period * $clk_io_pct] -clock clk0 $non_clock_inputs
set_output_delay [expr $clk_period * $clk_io_pct] -clock clk0 [all_outputs]
```

## ./design.v

```verilog
module mux3
#(parameter WIDTH = 32)
(flag, in1, in2, in3, out);
input wire [2:0] flag;
input wire [WIDTH-1:0] in1;
input wire [WIDTH-1:0] in2;
input wire [WIDTH-1:0] in3;
output wire [WIDTH-1:0] out;
assign out =(flag == 2'b00) ? in1 :
            (flag == 2'b01) ? in2:
            in3;
endmodule
```

## ./run.sh

```bash
#!/bin/bash
# OpenROAD 26Q1-2900-gdf79404cd8, Yosys 0.63+post, stock flow scripts
make -C /OpenROAD-flow-scripts/flow DESIGN_CONFIG=/design/flow/config.mk WORK_HOME=/design/flow/orfs finish
```

==> GITHUB_STEP_SUMMARY <==
### Yosys + OpenROAD results

| Metric | Value |
|---|---|
| DR vias | 1309 |
| Post-layout period usage | 0.961 |
| Clk_buf instances | 0 |
| Req. time, crit path | 2160 ps |
| Final Max Tran Viols | 0 |
| Initial DRC Count | 40 |
| DRC | 0 |
| Ys cells | 110 |
| Least-Margin Pin Slew | 279 ps |
| Area Growth Syn to Fin | 168% |
| Die area | 6560 um^2 |
| Leak | 0.000811 uW |
| Port Buf Inserts | 131 |
| Post-Layout Cell Count | 283 |
| Reg area | 0 um^2 |
| Hold slack final | 2000 ps |
| # IOs | 131 |
| Vias in the first global route | 1343 |
| Total tool warning count | 33 |
| Hold Vio Cnt, Final | 0 |
| Die span in x | 81 um |
| Layout cells sized above 1 | 0.0426 |
| Setup violations, final | 0 |
| Pin count of the biggest net entering global routing | 33 |
| Post-detailed-route count of antenna-violating nets | 0 |
| M1 wire length | 1.82 mm |
| Met2 wire len | 2.35 mm |
| Pwr/cell area | 154 nW/um^2 |
| Total power | 319 uW |
| RSZ-0062 raised after global routing | no |
| Final HPWL DP | 3.95 mm |
| Slowest CP cell | clkdlybuf4s50_1 |
| Row count | 22 |
| Minimum clock period | 2590 ps |
| Avg Cell Area, Syn | 7.03 um^2 |
| CP Data Arrival Time | 2050 ps |
| Die height | 81 um |
| Max-cap violations | 0 |
| Status | finished, final reports clean |
| Post-synthesis sequential area ratio | 0 |
| WS Path Type | in -> out |
| Critical path startpoint category | primary input |
| Commonest non-fill, non-tap cell in the layout | clkdlybuf4s50_1 |
| Critical Path End Type | output pin |
| Diodes inserted | 0 |
| Post-Route WL | 4.78 mm |
| Final GP Congestion | 0.791 |
| Top Family by Delay on Critical Path | buffers and inverters |
| Yosys Chip Area | 773 um^2 |
| Core Util at FP | 0.213 |
| Ys Warns | 0 |
| CP cell instances | clkdlybuf4s50_1 -> or2_4 -> o21ai_1 -> clkdlybuf4s50_1 |
| Synthesized area | 773 um^2 |
| Total Routing Usage GR | 0.130 |
| Crit path largest cell delay | 490 ps |
| Vias/cell | 4.63 |
| Grt total ovfl | 0 |
| Crit path buf inv count | 2 |
| Core Footprint | 3630 um^2 |
| Normalized max-slew margin | 0.814 |
| Fmax | 386 MHz |
| Top Layer Used | met3 |
| CP max FO | 16 |
| Mapped Cells | 110 |
| Met3 WL | 606 um |
| Cell Type Count | 8 |
| Max VDD drop | 70.9 uV |
| Seq_cells | 0 |
| DRT Pass-1 Iters | 4 |
| Initial antenna violation count | 0 |
| Post-DR wirelength/cell | 16.9 um |
| Hold crit path type | in -> out |
| Fillers | 326 |
| CP most frequent cell | clkdlybuf4s50_1 |
| Hold bufs inserted after CTS | 0 |
| Setup Total Neg Slack | 0 ps |
| Most frequent cells in the layout | 130 x clkdlybuf4s50_1, 32 x mux2i_1, 32 x o21ai_0, 31 x o21ai_1, 6 x buf_4 |
| First-pass GRT wire length | 6.93 mm |
| Dpl cells | 282 |
-- cell families (layout without fill, tap and decap cells) --
logic type / after synthesis / count (layout) / synth area share
mux: 32 / 32 / 0.414
simple gates: 1 / 2 / 0.0113
buf+inv: 13 / 137 / 0.160
compound gates: 64 / 64 / 0.414
-- cell usage after synthesis --
cell type,n,share of area
buf_4,1,0.0097
o21ai_1,32,0.21
mux2i_1,32,0.41
or2_4,1,0.011
buf_6,6,0.087
clkbuf_1,3,0.015
dlymetal6s2s_1,3,0.049
o21ai_0,32,0.21
-- power by group --
group          internal (uW)  switching [uW]
sequential                 0               0
clock                      0               0
combinational            233            86.3
total                    233            86.3
-- through the flow --
stage	utilization	area (um^2)	setup slack, ps
2_1_floorplan	-	773	1110
3_3_place_gp	0.567	2060	93.8
3_5_place_dp	0.567	2060	80.7
4_1_cts	0.567	2060	67.5
5_1_grt	0.571	2070	20.8
6_report	0.571	2070	106
-- timing repair --
action / CTS / global route
gates resized: 0 / 2
setup buffers: 0 / 0
hold endpoints to repair: 0 / 0
endpoints found under the setup margin: 0 / 1
-- cell type report --
cell class	count	area (um^2)	share of cell area
timing repair buffer	137	1350	0.652
tap	48	60.1	0.0290
multi-input combinational	98	662	0.319
-- path summary, 6_finish.rpt --
| kind | startpoint | end | cells past startpoint |
|---|---|---|---|
| worst max-delay path | flag[1] | out[8] | 4 |
| worst min-delay path | in3[24] | out[24] | 4 |
-- tightest hold or removal path, cell delays in order --
cell	delay [ps]
clkdlybuf4s50_1	390
o21ai_0	60
o21ai_1	60
clkdlybuf4s50_1	410
-- metal layers --
metal,vias to the layer above,track usage
li1,668,-
met3,0,0.0590
met2,70,0.235
met5,-,0
met4,0,0
met1,571,0.145
No activity file was given, so power comes from the tool's default toggle rates.
