## flow/config.mk

```make
export PLATFORM = sky130hd
export DESIGN_NAME = RegisterFile
export DESIGN_NICKNAME = RegisterFile
export VERILOG_FILES = /design/flow/design.v
export SDC_FILE = /design/flow/constraint.sdc
export NUM_CORES = 4
export LEC_CHECK = 1
export CORE_UTILIZATION = 50
```

## flow/constraint.sdc

```tcl
current_design RegisterFile

set clk_period 10.5
set clk_io_pct 0.2

create_clock -name clk0 -period $clk_period [get_ports {clk}]

set non_clock_inputs [all_inputs -no_clocks]
set_input_delay [expr $clk_period * $clk_io_pct] -clock clk0 $non_clock_inputs
set_output_delay [expr $clk_period * $clk_io_pct] -clock clk0 [all_outputs]
```

## flow/design.v

```verilog
module PC(clk, write, in, out);
input wire clk;
input wire write;
input wire [31:0] in;
output wire [31:0] out;
reg [31:0] pc = 0;
always @(posedge clk) begin
    if (write) pc <= in;
end
assign out = pc;
endmodule
module Imem(address, read_data);
input wire [31:0] address;
output wire [31:0] read_data;
reg [31:0] mem [0:255];  
integer i;
initial begin
    mem[0] <= 32'b00100000000010000000000000001010;  
    mem[1] <= 32'b00100000000010010000000000001000;  
    mem[2] <= 32'b00000001000010010101000000100101;  
    mem[3] <= 32'b00100000000010010000000000000001;  
    mem[4] <= 32'b00000001000010000100000000100000;  
    mem[5] <= 32'b00000001000010100101100000100101;  
    for ( i = 6; i < 256; i += 1) mem[i] = 0;
end
assign read_data = mem[ address[31:2] ];
endmodule
module Alu(op, a, b, c, zero);
input wire [3:0] op;
input wire [31:0] a;
input wire [31:0] b;
output reg [31:0] c;
output wire zero;
always @* begin
    case (op)
        0 : c <= a + b;
        1 : c <= a - b;
        2 : c <= a * b;
        3 : c <= a / b;
        4 : c <= a & b;
        5 : c <= a | b;
        6 : c <= a ^ b;
    endcase
end
assign zero = !c;
endmodule
module RegisterFile(clk, rs_address, rt_address, rd_address, rd_value, reg_write, rs_value, rt_value);
input wire clk;
input wire [4:0] rs_address;
input wire [4:0] rt_address;
input wire [4:0] rd_address;
input wire [31:0] rd_value;
input wire reg_write;
output wire [31:0] rs_value;
output wire [31:0] rt_value;
reg [31:0] mem [0:31];
initial begin
    mem[0] <= 0;
end
always @(negedge clk) begin
    if ( reg_write && rd_address ) begin
        mem[rd_address] <= rd_value;
    end
end
assign rs_value = mem[rs_address];
assign rt_value = mem[rt_address];
endmodule
module Dmem(clk, address, write_data, mem_read, mem_write, read_data);
input wire clk;
input wire [31:0] address;
input wire [31:0] write_data;
input wire mem_read;
input wire mem_write;
output wire [31:0] read_data;
reg [31:0] mem [0:255];  
always @(posedge clk) begin
    if ( mem_write ) begin
        mem[address] <= write_data;
    end
end
assign read_data = mem_read ? mem[address] : read_data;
endmodule
module AluControl(alu_op, func, alu_control);
input wire [1:0] alu_op;
input wire [5:0] func;
output reg [3:0] alu_control;
always @* begin
    case (alu_op)
        0 : begin
            alu_control <= 0;
        end
        1 : begin
            alu_control <= 1;
        end
        2 : begin
            case (func)
                6'b100000 : alu_control <= 0;
                6'b100010 : alu_control <= 1;
                6'b100100 : alu_control <= 4;
                6'b100101 : alu_control <= 5;
                default   : alu_control <= 0;
            endcase
        end
        3 : begin
            alu_control <= 0;
        end
    endcase
end
endmodule
module Control(hazard,opcode, reg_dst, jump, branch, mem_read, mem_to_reg, alu_op, mem_write, alu_src, reg_write);
input wire hazard;
input wire [5:0] opcode;
output reg reg_dst;
output reg jump;
output reg branch;
output reg mem_read;
output reg mem_to_reg;
output reg [1:0] alu_op;
output reg mem_write;
output reg alu_src;
output reg reg_write;
always @* begin
    case (hazard)
        1'b1: begin
            reg_dst    <= 0;
            alu_src    <= 0;
            mem_to_reg <= 0;
            reg_write  <= 0;
            mem_read   <= 0;
            mem_write  <= 0;
            branch     <= 0;
            jump       <= 0;
            alu_op     <= 0;
        end
        1'b0: begin
            case (opcode)
                6'b000000 : begin  
                    reg_dst    <= 1;
                    alu_src    <= 0;
                    mem_to_reg <= 0;
                    reg_write  <= 1;
                    mem_read   <= 0;
                    mem_write  <= 0;
                    branch     <= 0;
                    jump       <= 0;
                    alu_op     <= 2;
                end
                6'b100011 : begin  
                    reg_dst    <= 0;
                    alu_src    <= 1;
                    mem_to_reg <= 1;
                    reg_write  <= 1;
                    mem_read   <= 1;
                    mem_write  <= 0;
                    branch     <= 0;
                    jump       <= 0;
                    alu_op     <= 0;
                end
                6'b101011 : begin  
                    reg_dst    <= 0;
                    alu_src    <= 1;
                    mem_to_reg <= 0;
                    reg_write  <= 0;
                    mem_read   <= 0;
                    mem_write  <= 1;
                    branch     <= 0;
                    jump       <= 0;
                    alu_op     <= 0;
                end
                6'b000100 : begin  
                    reg_dst    <= 0;
                    alu_src    <= 0;
                    mem_to_reg <= 0;
                    reg_write  <= 0;
                    mem_read   <= 0;
                    mem_write  <= 0;
                    branch     <= 1;
                    jump       <= 0;
                    alu_op     <= 1;
                end
                6'b001000 : begin  
                    reg_dst    <= 0;
                    alu_src    <= 1;
                    mem_to_reg <= 0;
                    reg_write  <= 1;
                    mem_read   <= 0;
                    mem_write  <= 0;
                    branch     <= 0;
                    jump       <= 0;
                    alu_op     <= 3;
                end
                6'b000010 : begin  
                    reg_dst    <= 0;
                    alu_src    <= 0;
                    mem_to_reg <= 0;
                    reg_write  <= 0;
                    mem_read   <= 0;
                    mem_write  <= 0;
                    branch     <= 0;
                    jump       <= 1;
                    alu_op     <= 0;
                end
                default : begin
                    reg_dst    <= 0;
                    alu_src    <= 0;
                    mem_to_reg <= 0;
                    reg_write  <= 0;
                    mem_read   <= 0;
                    mem_write  <= 0;
                    branch     <= 0;
                    jump       <= 0;
                    alu_op     <= 0;
                end
            endcase
        end
    endcase
end
endmodule
module Mux
#(parameter WIDTH = 32)
(in1, in2, flag, out);
input wire flag;
input wire [WIDTH-1:0] in1;
input wire [WIDTH-1:0] in2;
output wire [WIDTH-1:0] out;
assign out = flag ? in2 : in1;
endmodule
module SignExtend(in, out);
input wire [15:0] in;
output wire [31:0] out;
assign out = { { 16{in[15]} }, in[15:0] };
endmodule
module Shiftleft2
#(
    parameter WIDTH_IN = 32,
    parameter WIDTH_OUT = 32
)
(in, out);
input wire [WIDTH_IN-1:0] in;
output wire [WIDTH_OUT-1:0] out;
assign out = in << 2;
endmodule
module Adder(in1, in2, out);
input wire [31:0] in1;
input wire [31:0] in2;
output wire [31:0] out;
assign out = in1 + in2;
endmodule
module pipeline #(parameter WIDTH=32) (clk, in, out);
input wire clk;
input wire [WIDTH-1 : 0] in;
output reg [WIDTH-1 : 0] out = 0;
always @(posedge clk) begin
    out <= in;
end
endmodule
module hazardUnit (reg_write_mw,reg_write_xm,rd_register_mw, rd_register_xm, rs_register_fd, rt_register_fd, PCWrite, IFIDWrite, mux_flush);
input wire reg_write_mw;
input wire reg_write_xm;
input wire [4:0] rd_register_mw;
input wire [4:0] rd_register_xm;
input wire [4:0] rs_register_fd;
input wire [4:0] rt_register_fd;
output wire PCWrite;
output wire IFIDWrite;
output wire mux_flush;
wire hazard_detected;
assign hazard_detected = (reg_write_xm && (rd_register_xm != 0) && (rd_register_xm == rs_register_fd)) ||
                         (reg_write_mw && (rd_register_mw != 0) && (rd_register_mw == rs_register_fd)) ||
                         (reg_write_xm && (rd_register_xm != 0) && (rd_register_xm == rt_register_fd)) ||
                         (reg_write_mw && (rd_register_mw != 0) && (rd_register_mw == rt_register_fd));
assign PCWrite   = hazard_detected ? 1'b0 : 1'b1;
assign IFIDWrite = hazard_detected ? 1'b0 : 1'b1;
assign mux_flush = hazard_detected ? 1'b0 : 1'b1;
endmodule
module ifIdReg #(parameter WIDTH=32) (clk, in, out, hazard);
input wire clk;
input wire [WIDTH-1 : 0] in;
input wire hazard;
output reg [WIDTH-1 : 0] out = 0;
always @(posedge clk) begin
    if(hazard) out <= in;
end
endmodule
module Top(clk);
input wire clk;
wire [31:0]pc_in;
wire [31:0]pc_out;
wire [31:0]pc_next;
wire [31:0]inst;
wire [27:0]jump_address_no_pc;
wire [31:0]jump_address;
wire reg_dst;
wire jump;
wire branch;
wire mem_read;
wire mem_to_reg;
wire [1:0]alu_op;
wire mem_write;
wire alu_src; 
wire reg_write;
wire [4:0]write_reg;
wire [31:0]write_data;
wire [31:0]rs_value;
wire [31:0]rt_value;
wire [31:0]immediate; 
wire [3:0]alu_cont;
wire [31:0]alu_second_in;
wire zero;
wire [31:0]alu_result;
wire [31:0]offsett;
wire [31:0]br_alu_result;
wire  brach_select;
wire [31:0]branch_result;
wire [31:0] read_data;
wire [31:0] if_reg_out_im;
wire [31:0] if_reg_out_add;
wire id_ex_ctr_wb_memtoreg;
wire id_ex_ctr_wb_regw;
wire id_ex_ctr_mj;
wire id_ex_ctr_mr;
wire id_ex_ctr_mw;
wire id_ex_ctr_ex1;
wire [1:0] id_ex_ctr_ex2;
wire id_ex_ctr_ex3;
wire [31:0]id_ex_ifid;
wire [31:0]id_ex_reg1;
wire [31:0]id_ex_reg2;
wire [31:0]id_ex_sign;
wire [4:0]id_ex_inst20;
wire [4:0]id_ex_inst15;
wire [4:0] mux_exmem_out;
wire ex_mem_wb_regw;
wire ex_mem_wb_memtoreg;
wire ex_mem_mj;
wire ex_mem_mr;
wire ex_mem_mw;
wire [31:0]ex_mem_addbran;
wire ex_mem_zero;
wire [31:0]ex_mem_aluresult;
wire [31:0]ex_mem_rt_val;
wire [4:0]ex_mem_mux_exmem;
wire mem_wb_wb_regw;
wire mem_wb_wb_memtoreg;
wire [31:0] mem_wb_readdata;
wire [31:0] mem_wb_aluResult;
wire [4:0] mem_wb_muxregdst;
wire PCWrite;
wire IFIDWrite;
wire flush;
PC pc(clk, PCWrite, pc_in, pc_out); 
Adder pc_adder(pc_out, 4, pc_next);
Imem imem(pc_out,inst);
ifIdReg #(32) if_id_im (clk, inst, if_reg_out_im,IFIDWrite);
ifIdReg #(32) if_id_add (clk, pc_next, if_reg_out_add, IFIDWrite);
Shiftleft2 #(26,28) shift_jump(if_reg_out_im[25:0],jump_address_no_pc); 
assign jump_address = {pc_next[31:28],jump_address_no_pc};
Control control(flush,if_reg_out_im[31:26],reg_dst, jump, branch, mem_read, mem_to_reg, alu_op, mem_write, alu_src, reg_write);
Mux #(5) mux_write_reg(if_reg_out_im[20:16],if_reg_out_im[15:11],reg_dst, write_reg);
RegisterFile regfile(clk, if_reg_out_im[25:21], if_reg_out_im[20:16], mem_wb_muxregdst, write_data, mem_wb_wb_regw, rs_value, rt_value); 
pipeline #(1)id_ex_ctr_wb_regw1(clk,reg_write,id_ex_ctr_wb_regw);  
pipeline #(1)id_ex_ctr_wb_memtoreg1(clk,mem_to_reg,id_ex_ctr_wb_memtoreg);  
pipeline #(1) id_ex_ctr_mj1 (clk,branch,id_ex_ctr_mj);
pipeline #(1)id_ex_ctr_mr1 (clk,mem_read,id_ex_ctr_mr);
pipeline #(1) id_ex_ctr_mw1 (clk,mem_write,id_ex_ctr_mw);  
pipeline #(1)id_ex_ctr_ex1_1(clk, alu_src, id_ex_ctr_ex1);
pipeline #(2) id_ex_ctr_ex2_1(clk, alu_op, id_ex_ctr_ex2);
pipeline #(1) id_ex_ctr_ex3_1(clk, reg_dst, id_ex_ctr_ex3);
pipeline #(32) id_ex_ifid1(clk, if_reg_out_add, id_ex_ifid);
pipeline #(32) id_ex_reg11(clk,rs_value,id_ex_reg1);
pipeline #(32) id_ex_reg21(clk, rt_value, id_ex_reg2);
pipeline #(32) id_ex_sign1(clk, immediate, id_ex_sign);
pipeline #(5) id_ex_inst201(clk,if_reg_out_im[20:16],id_ex_inst20);  
pipeline #(5) id_ex_inst151(clk, if_reg_out_im[15:11], id_ex_inst15);
Mux #(5)mux_exmem (id_ex_inst20,id_ex_inst15,id_ex_ctr_ex3, mux_exmem_out);
Sigextend signedextend(if_reg_out_im[15:0],immediate);
Mux mux_alu_select(id_ex_reg2,id_ex_sign,id_ex_ctr_ex1,alu_second_in);
Alu_control alu_control(id_ex_ctr_ex2, id_ex_sign[5:0], alu_cont);  
Alu alu(alu_cont, id_ex_reg1, alu_second_in, alu_result, zero);
Shiftleft2 shift_branch(id_ex_sign,offsett); 
Adder adder_branch(id_ex_ifid,offsett,br_alu_result);
pipeline #(1) ex_mem_wb_memtoreg1(clk,id_ex_ctr_wb_memtoreg, ex_mem_wb_memtoreg);
pipeline #(1) ex_mem_wb_regw1(clk,id_ex_ctr_wb_regw, ex_mem_wb_regw);
pipeline #(1) ex_mem_mj1 (clk,id_ex_ctr_mj, ex_mem_mj);
pipeline #(1)ex_mem_mr1 (clk,id_ex_ctr_mr, ex_mem_mr);
pipeline #(1) ex_mem_mw1 (clk,id_ex_ctr_mw, ex_mem_mw);
pipeline #(32) ex_mem_addbran1 (clk,br_alu_result,ex_mem_addbran);
pipeline #(1)ex_mem_zero1 (clk,zero, ex_mem_zero);
pipeline #(32) ex_mem_aluresult1 (clk, alu_result, ex_mem_aluresult);
pipeline #(32) ex_mem_rt_val1 (clk,id_ex_reg2,ex_mem_rt_val);
pipeline #(5) ex_mem_mux_exmem1 (clk, mux_exmem_out, ex_mem_mux_exmem);
assign branch_select = ex_mem_mj & ex_mem_zero;  
Mux mux_branch(pc_next,ex_mem_addbran,branch_select,branch_result);
Mux mux_jump_or_branch(branch_result,jump_address,jump,pc_in);  
Dmem data_mem(clk, ex_mem_aluresult,ex_mem_rt_val, ex_mem_mr, ex_mem_mw, read_data);
pipeline #(1) mem_wb_wb_regw1 (clk,ex_mem_wb_regw,mem_wb_wb_regw);
pipeline #(1) mem_wb_wb_memtoreg1 (clk,ex_mem_wb_memtoreg, mem_wb_wb_memtoreg);
pipeline #(32) mem_wb_readdata1 (clk,read_data,mem_wb_readdata);
pipeline #(32) mem_wb_aluResult1 (clk,ex_mem_aluresult,mem_wb_aluResult);
pipeline #(5) mem_wb_muxregdst1 (clk,ex_mem_mux_exmem,mem_wb_muxregdst);
Mux mux_dmem(mem_wb_aluResult,mem_wb_readdata,mem_wb_wb_memtoreg,write_data);
hazardUnit hazardUnit1 (ex_mem_wb_regw, id_ex_ctr_wb_regw, ex_mem_mux_exmem,mux_exmem_out,if_reg_out_im[25:21], if_reg_out_im[20:16],PCWrite,IFIDWrite, flush);
endmodule
```

## flow/run.sh

```bash
#!/bin/bash
# OpenROAD 26Q1-2900-gdf79404cd8, Yosys 0.63+post, stock flow scripts
make -C /OpenROAD-flow-scripts/flow DESIGN_CONFIG=/design/flow/config.mk WORK_HOME=/design/flow/orfs finish
```

==> job_summary.md <==
## Implementation flow summary

| Metric | Value |
|---|---|
| Io pins | 113 |
| CP Launch Point | mem[2][11] |
| Clk pin slew, worst setup/hold paths | 0.04 ns |
| Yosys Instances | 3387 |
| Worst slew margin | 0.390 |
| Max stage delay on crit path | 0.62 ns |
| Tot Pwr | 11.0 mW |
| Top cells by area | edfxtp_1, mux2i_1, a22oi_1 |
| Endpoints failing hold | 0 |
| WL/cell | 25.2 µm |
| CTS H-tree depth | 3 |
| Crit end category | output pin |
| Measured slew at the worst slew-check pin | 0.913 ns |
| # resized after CTS | 0 |
| VDD IR-drop max | 145 µV |
| Worst-path maximum fanout | 2 |
| Grt total ovfl | 0 |
| DR top layer | met5 |
| Slew Limit Fails | 0 |
| Num CTS Buffers | between 100 and 150 |
| CTS max path bufs | 3 |
| Die Size | 0.0988 mm² |
| Synth flops | 1024 |
| Hold Path Class | primary input to output pin |
| Final HPWL DP | 84800 µm |
| OpenROAD warnings | 1027 |
| Cell variety after synth | 25 |
| Yosys chip area | 0.0488 mm² |
| GP Congestion | 0.914 |
| Most flop-heavy register | mem |
| Die Width | about 310 µm |
| Setup_tns | 0 ns |
| Antenna violations before repair | 2 |
| WP data arrival | just over 8 ns |
| Vias in the first global route | ~38k |
| Starting DRT DRC Count | 2453 |
| Max-Cap Viols | 0 |
| Design Area, Final | 0.0594 mm² |
| Root buffer selected by CTS | clkbuf_16 |
| Worst hold start | rt_address[1] |
| Number of post-CTS setup repair buffers | 0 |
| Worst path cell trace | mux2i_1 -> a22o_1 -> nor3_1 -> a31oi_1 -> nand3_1 -> clkdlybuf4s50_1 |
| Die Height | 314 µm |
| Final setup margin | 0.170 ns |
| Routed WL | 150000 µm |
| Remaining DRCs | 0 |
| DRT met1 WL | 54000 µm |
| Leakage power total | approximately 26 nW |
| Synth Instances | 3387 |
| CTS Hold Bufs | 0 |
| Seq share, synth | 0.631 |
| Setup Viol. Count Final | 0 |
| DR WL met2 | 67100 µm |
| Max reg flops | approximately 1k |
| Critical path type | flip-flop to output pin |
| Via count | 34.7k |
| Crit path DRT | 8.40 ns |
| Area grow syn2layout | 21.8% |
| Synthesized area | 0.0488 mm² |
| Post-route ant nets | 0 |
| Worst setup SP type | flip-flop |
| Synth area leader | edfxtp_1 |
| Outcome | finished, final reports clean |
| Rows | 114 |
| Gr usage total | 0.333 |
| Via density per instance | 5.86 |
| Drt first pass iters | 5 |
| Area leader share | 0.631 |
| Clk sink count | 1024 |
| CTS tree | yes |
| Synth Warn # | 1 |
| Starting Density | 0.504 |
| Core area | 0.0967 mm² |
| Placed inst area | 0.0517 mm² |
| CP max stage cell | nor3_1 |
| RSZ-0062 raised after global routing | false |
| WL met3 | between 20000 and 25000 µm |
| Fraction of layout cells with a size suffix above 1 | 0.0802 |
| Port-buffer cells | 112 |
| Pwr per Cell Area | 185 mW/mm² |
| Pre-CTS setup slack | 0.738 ns |
| Mean Syn Cell Area | about 14 µm² |
| Pin count of the biggest net entering global routing | 94 |
| Top Registers | mem x1024 |
| First-pass GRT wire length | 218000 µm |
## cell type report
type / count / area (µm²)
clock inverter: 1118 / 4710
fill: 6968 / 37300
timing repair buffer: 249 / 2450
multi-input combinational: 2140 / 16900
tap: 1276 / 1600
sequential: 1024 / 30700
clock buffer: 119 / 2980
antenna: 2 / 5.00
## routing by layer
layer	global-route usage	up-vias
li1	-	15700
met1	0.419	16700
met2	0.444	2023
met3	0.258	277
met4	0.133	6
met5	0.00919	-
## per-stage QoR
stage               cells  hold WS (ns)   util
finish               5928          5.55  0.614
global route         5927          5.58  0.614
CTS                  5926          5.53  0.614
detailed placement   4690          5.52  0.534
global placement     4690          5.52  0.534
floorplan            3418          4.46      -
## path summary, 6_finish.rpt
path	end	cells after the start
max	rt_value[11]	6
min	rt_value[13]	6
## report_power, final
part           switching, mW  internal, mW  leakage [nW]
clock                   2.59          2.93          7.36
combinational          0.544         0.321          9.44
sequential            0.0241          4.60          9.25
## critical path: cells and delay by family, from the launching register on
family | cells | cell delay, ns
simple gates | 2 | 0.94
buf+inv | 1 | 0.54
compound gates | 2 | 0.37
flops | 1 | 0.34
mux | 1 | 0.08
## Yosys cell counts
master / number
a21oi_1: 192
a22o_1: 128
a22oi_1: 192
a31oi_1: 64
and2_1: 2
buf_1: 10
buf_2: 79
buf_4: 52
buf_6: 37
clkbuf_1: 71
clkbuf_4: 4
conb_1: 1
edfxtp_1: 1024
inv_1: 1
mux2i_1: 1024
nand2_1: 195
nand2b_1: 4
nand3_1: 194
nand3b_1: 5
nor2_1: 34
nor2b_1: 4
nor3_1: 64
or2_2: 2
or3_1: 1
or3b_2: 3
## placed cells by master (no fill, tap or decap), drive strengths merged
cell              n
a21oi           192
a22o            128
a22oi           192
a31oi            64
and2              2
buf             139
bufinv           15
clkbuf          119
clkdlybuf4s50   110
clkinv            2
clkinvlp         37
conb             32
diode             2
edfxtp         1024
inv            1064
mux2i          1024
nand2           195
nand2b            4
nand3           194
nand3b            5
nor2             34
nor2b             4
nor3             64
or2               2
or3               1
or3b              3
## kinds of logic (layout without fill, tap and decap cells)
logic type	after synthesis	after routing	synth area share
multiplexers	1024	1024	0.210
flip-flops	1024	1024	0.631
AND-OR/OR-AND	576	576	0.0805
AND/OR/NAND/NOR	508	508	0.0471
buffers and inverters	254	1486	0.0316
other	1	34	0.0000769
Power and IR drop assume default switching activity.
